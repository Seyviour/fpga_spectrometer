==> flow/design.v <==
module tmds_encoder2 (
    input wire clk,
    input wire reset, 
    input wire DE,
    input wire [0:7] D, 
    input wire C0,
    input wire C1,
    output reg [0:9] q_out
);
localparam COUNT_ONES_WIDTH = 5;
reg [COUNT_ONES_WIDTH-1:0] ones_count_D, ones_count_qm, zeros_count_qm;
reg cond1;
reg signed [5:0] cnt;
reg reset_i, C0_i, C1_i, DE_i; 
reg [0:8] q_m, q_m_R;
always @(*) begin
    ones_count_D = {$countones(D)}; 
    if ((ones_count_D>4) | (ones_count_D==4 && D[0]==1'b0)) begin
        q_m[0] = D[0];
        q_m[1] = q_m[0] ^~ D[1];
        q_m[2] = q_m[1] ^~ D[2];
        q_m[3] = q_m[2] ^~ D[3];
        q_m[4] = q_m[3] ^~ D[4];
        q_m[5] = q_m[4] ^~ D[5]; 
        q_m[6] = q_m[5] ^~ D[6];
        q_m[7] = q_m[6] ^~ D[7];
        q_m[8] = 0;
    end else begin
        q_m[0] = D[0];
        q_m[1] = q_m[0] ^ D[1];
        q_m[2] = q_m[1] ^ D[2];
        q_m[3] = q_m[2] ^ D[3];
        q_m[4] = q_m[3] ^ D[4];
        q_m[5] = q_m[4] ^ D[5]; 
        q_m[6] = q_m[5] ^ D[6];
        q_m[7] = q_m[6] ^ D[7];
        q_m[8] = 1;
    end
end
always @(posedge clk) begin
    ones_count_qm <= ($countones(q_m[0:7]));
    zeros_count_qm <= 8 - ($countones(q_m[0:7]));
    q_m_R <= q_m;
    DE_i <= DE;
    C0_i <= C0;
    C1_i <= C1;
    reset_i <= reset; 
end
always @(posedge clk) begin
    if(DE_i) begin
        if ((cnt == 0) | ones_count_qm == 4 ) begin
            q_out[9] <= ~q_m_R[8];
            q_out[8] <= q_m_R[8];
            q_out[0:7] <= (q_m_R[8])? q_m_R[0:7] : ~q_m_R[0:7];
            if (~q_m_R[8]) 
                cnt <= cnt - (8-ones_count_qm) + (ones_count_qm);
            else
                cnt <= cnt + (8-ones_count_qm) - ones_count_qm;
        end else begin
            if ((cnt > 0 && ones_count_qm > 4) | ((cnt < 0) && (ones_count_qm < 4))) begin
                q_out[9] <= 1'b1;
                q_out[8] <= q_m_R[8];
                q_out[0:7] <= ~q_m_R[0:7];
                cnt <= cnt + {q_m_R[8], 1'b0} + (8-ones_count_qm) - ones_count_qm;
            end else begin
                q_out[9] <= 1'b0;
                q_out[8] <= ~q_m_R[8];
                q_out[0:7] <= q_m_R[0:7];
                cnt <= cnt + 6'(-2 * ~q_m_R[8]) + ones_count_qm - (8 - ones_count_qm);
            end
        end
    end else begin
        cnt <= 0; 
        case ({C1_i, C0_i})
            2'b00: q_out <= 10'b0010101011;
            2'b01: q_out <= 10'b1101010100;
            2'b10: q_out <= 10'b0010101010;
            2'b11: q_out <= 10'b1101010101;
        endcase
    end
    if (reset_i) begin
        q_out <= 0; 
        cnt <= 0; 
    end
end
endmodule
==> flow/run.sh <==
#!/bin/bash
# OpenROAD 26Q1-2900-gdf79404cd8, Yosys 0.63+post, stock flow scripts
make -C /OpenROAD-flow-scripts/flow DESIGN_CONFIG=/design/flow/config.mk WORK_HOME=/design/flow/orfs finish
==> flow/config.mk <==
export PLATFORM = sky130hd
export DESIGN_NAME = tmds_encoder2
export DESIGN_NICKNAME = tmds_encoder2
export VERILOG_FILES = /design/flow/design.v
export SDC_FILE = /design/flow/constraint.sdc
export NUM_CORES = 4
export LEC_CHECK = 1
export CORE_UTILIZATION = 50
==> flow/constraint.sdc <==
current_design tmds_encoder2

set clk_period 5.3
set clk_io_pct 0.2

create_clock -name clk0 -period $clk_period [get_ports {clk}]

set non_clock_inputs [all_inputs -no_clocks]
set_input_delay [expr $clk_period * $clk_io_pct] -clock clk0 $non_clock_inputs
set_output_delay [expr $clk_period * $clk_io_pct] -clock clk0 [all_outputs]
==> metrics.yaml <==
floorplan:
  core_um2: 5070
  dieArea_um2: 5550
  num_rows: 26
  die_h_um: 74.5
  die_x_um: 74.5
  pin_count: 23
  fp_util_pct: 51.8
place:
  dp_hpwl_um: 4000
  post-place-ws_ns: -1.22
  dp.cells: 371
  portBuffers: 22
  gp_congestion: 0.901
sta:
  final.setup.tns_ns: -1.25
  max_freq_mhz: 172
  hold_violations: 0
  finClkSkew_ns: 0.00888
  postLayoutSetupSlackWorst_ns: -0.507
  rsz0062_at_grt: "yes"
  slew_headroom_pct: 55.9
  period_minus_slack_ns: 5.81
  setup_violations: 4
  max_slew.worst_pin.slew_ns: 0.662
  min_period_over_period_pct: 110
  slew_violations: 0
synth:
  ys_cells: 273
  yosys_warnings: 1
  ys_seq_share_pct: 25.1
  yosys_area_um2: 2630
  avgSynthCellArea_um2: 9.63
  synth_area_um2: 2630
  ys_types: 43
  ys_ff: 33
  synth_cells: 273
clock_network:
  h-tree-depth: 2
  clkSinkCount: 33
  clk_pin_slew_ns: 0.07
  cts.path.max_buffers: 2
  insertion_delay_ns: 0.28
  tritoncts: "done"
  cts-buffers-inserted: 5
  cts_root_buffer: "clkbuf_8"
worst_hold_path:
  hold_end: "q_out[9]"
  worstHoldStart: "reset_i"
  hold_path.class: "reg -> reg"
  min_path_cells: 1
grt:
  grt-ovfl-total: 0
  grt_pass1_vias: 1768
  grt_max_degree: 12
  grt_pass1_wl_um: 8280
  antenna_found_initial: 0
  grt_use_total_pct: 20.7
detailed_routing:
  viasPerCell: 4.95
  final_antenna_net_count: 0
  initialDrtViolationCount: 106
  diodes: 0
  wl_per_cell_um: 13.1
  vias: 1887
  wl_um: 4980
  drc: 0
  firstDrtPassIters: 5
critical_path:
  cp_num_buf_inv: 7
  start_kind: "input port"
  reg2reg_depth: 11
  cp.depth: 20
  reg2reg_to: "cnt[5]"
  cp_max_fo: 2
  crit_arrival_ns: 5.99
  cp_top_family: "adder cells"
  crit_top_cell: "fa_1"
  max_stage_delay_ns: 0.52
  cp.required_ns: 5.48
  reg2reg_from: "ones_count_qm[1]"
  slowest_stage: "fa_1"
  path_cells: "buf_6 > fa_1 > inv_1 > fa_1 > fa_1 > inv_2 > ha_4 > fa_2 > nor3_2 > o22ai_2 > xnor2_2 > fa_1 > fa_1 > inv_1 > fa_2 > inv_2 > ha_4 > inv_2 > fa_2 > inv_1"
  end_kind: "flip-flop"
  criticalPathCategory: "in -> reg"
  reg2reg_setup_slack_ns: 1.65
outcome:
  violations: "setup timing"
  status: "complete, but fails checks"
layout:
  utilization_pct: 62.2
  lay_top_count: "inv_1"
  logic_area_um2: 1850
  drive_gt1_share_pct: 16.1
  area_growth_pct: 20.0
  sequential_cell_area_um2: 661
  stdcell_count: 381
  nFillCells: 449
  lay_top_cells: "inv_1, dfxtp_1, ha_1, xnor2_1, a21oi_1"
flow_run:
  warnings: 34
  max-cap-violations: 0
## metrics by stage
stage / area [um2] / hold WS [ns]
2_1_floorplan: 2670 / 0.450
3_3_place_gp: 3030 / 0.497
6_report: 3150 / 0.504
4_1_cts: 3130 / 0.505
5_1_grt: 3150 / 0.560
3_5_place_dp: 3030 / 0.481
## synth_stat cells
master	instances	share of area, %
a211oi_1	4	1.1
a21bo_2	1	0.38
a21boi_0	1	0.29
a21o_1	5	1.4
a21oi_1	21	4.0
a21oi_2	1	0.33
a222oi_1	1	0.38
a22oi_1	3	0.86
a31oi_1	2	0.48
buf_1	1	0.14
buf_2	1	0.19
buf_4	1	0.29
buf_6	1	0.43
clkbuf_1	3	0.43
dfxtp_1	33	25
fa_1	16	12
ha_1	33	16
inv_1	39	5.6
inv_2	1	0.14
mux2_2	1	0.43
mux2i_1	3	1.1
nand2_1	11	1.6
nand2b_1	4	0.95
nand3_1	1	0.19
nand3b_1	1	0.29
nand4_1	1	0.24
nor2_1	6	0.86
nor2_2	1	0.24
nor2b_1	2	0.48
nor3_1	2	0.38
nor4_2	1	0.48
o21ai_0	11	2.1
o21bai_1	1	0.29
o22ai_1	5	1.2
o31a_1	1	0.33
o31ai_1	2	0.57
o41ai_1	1	0.33
or3_1	5	1.2
xnor2_1	30	10
xnor2_2	4	2.5
xnor3_1	1	0.86
xor2_1	9	3.0
xor3_2	1	0.95
## kinds of logic (layout without fill, tap and decap cells)
| family | Yosys count | count (layout) | share of synthesized area, % |
|---|---|---|---|
| adders and majority gates | 49 | 49 | 27.9 |
| buffers and inverters | 47 | 85 | 7.19 |
| and+or+nand+nor | 35 | 35 | 6.85 |
| muxes | 4 | 4 | 1.57 |
| AOI/OAI and AO/OA | 60 | 60 | 14.1 |
| xor gates and xnor gates | 45 | 45 | 17.3 |
| DFF | 33 | 33 | 25.1 |
## layout make-up
class	count	area share, %
clock buffer	5	2.18
inverter	40	4.76
sequential	33	20.9
multi-input combinational	193	58.5
timing repair buffer	37	10.3
clock inverter	3	0.555
tap	70	2.78
## sequential cells by signal (all words and copies together) (netlist names)
signal,flops
reset_i,1
q_out,10
C0_i,1
DE_i,1
q_m_R,9
ones_count_qm,4
cnt,6
C1_i,1
## worst register-to-register path, delay by kind of cell, from the launching register on
family | cells | cell delay (ns)
xor+xnor | 3 | 0.88
fa+ha+maj | 3 | 1.10
simple gates | 1 | 0.47
flops | 1 | 0.42
compound gates | 4 | 0.65
## layer usage
layer,vias up,GRT usage (%),part of all wire [%]
li1,987,-,-
met1,858,35.7,54
met2,40,28.8,40
met3,2,3.98,5.2
met4,0,1.26,0.44
met5,-,0,0
## timing repair
item                                    CTS  global route
gates resized                            15             4
endpoints found under the setup margin    4             4
hold buffers                              0             0
buffers inserted                          2             0
pin swaps                                12             8
## worst max-delay path by stage
stage,slack (ns),to,from
finish,-0.51,ones_count_qm[1],D[1]
global route,-0.64,ones_count_qm[1],D[1]
CTS,-0.72,ones_count_qm[1],D[1]
