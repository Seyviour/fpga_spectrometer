===== flow/design.v =====
module buffer #(
    parameter word_size = 16,
    buffer_length = 3
) (
    input wire clk, en, in_valid, reset,   
    input wire [word_size-1: 0] d_in,
    output wire [word_size-1: 0] d_out,
    output wire d_valid
);
reg [word_size: 0] ibuffer [buffer_length-1: 0];
integer i;
always @(posedge clk, posedge reset) begin
    if (reset) begin
        for (i = 0; i <= buffer_length-1; i = i + 1) begin
            ibuffer[i] <= 0;
        end
    end
    else  begin
        ibuffer[buffer_length-1] <= {in_valid, d_in};
        for (i = 0; i <= buffer_length-2; i = i + 1) begin
            ibuffer[i] <= ibuffer[i + 1];
        end
    end
end
assign d_out = ibuffer[0][word_size-1: 0];
assign d_valid = ibuffer[0][word_size];
endmodule
module cMult #(
    parameter N = 32,
    word_size = 16
) (
    input wire reset,
    input wire clk,
    input wire i_valid,
    input wire signed [word_size*2-1:0] A, 
    input wire signed [word_size*2-1:0] B,
    output wire o_valid,
    output wire signed [word_size*2-1:0] C
);
wire signed [word_size-1: 0] Ar = A[word_size*2-1: word_size];
wire signed [word_size-1: 0] Ai = A[word_size-1: 0];
wire signed [word_size-1: 0] Br = B[word_size*2-1: word_size];
wire signed [word_size-1: 0] Bi = B[word_size-1: 0];
reg signed [word_size-1: 0] Cr, Ci;
reg [2:0] SR; 
reg signed [2*word_size-1: 0] RR;  
reg signed [2*word_size-1: 0] II;  
reg signed [2*word_size-1: 0] RI;  
reg signed [2*word_size-1: 0] IR;  
reg signed [2*word_size-1: 0] R_sum;  
reg signed [2*word_size-1: 0] I_sum;  
reg signed [2*word_size-1: 0] R_sum_rounded;  
reg signed [2*word_size-1: 0] I_sum_rounded;  
always @(posedge clk) begin
    if (reset) 
        SR <= 3'b0;
    else begin
        SR[2] <= i_valid;
        SR[1] <= SR[2]; 
        SR[0] <= SR[1];
    end
end
assign o_valid = SR[0];
always @(posedge clk) begin
    if (reset) begin
        RR <= 0;
        II <= 0;
        RI <= 0;
        IR <= 0;
    end else begin   
        RR <= Ar * Br;
        II <= Ai * Bi;
        RI <= Ar * Bi;
        IR <= Ai * Br;
    end
end
always @(posedge clk) begin
    if(reset) begin
        R_sum <= 0;
        I_sum <= 0;
    end
    else begin
        R_sum <= RR - II;
        I_sum <= RI + IR; 
    end   
end
always @(posedge clk) begin
    if(reset) begin
        R_sum_rounded <= 0;
        I_sum_rounded <= 0;
    end
    else begin
        R_sum_rounded <= R_sum + {{1'b0}, {1'b1}, {(word_size-2){1'b0}}};  
        I_sum_rounded <= I_sum + {{1'b0}, {1'b1}, {(word_size-2){1'b0}}};  
    end   
end
always @(*) begin
        Cr <= R_sum_rounded[2*word_size-2: word_size-1];
        Ci <= I_sum_rounded[2*word_size-2: word_size-1]; 
end
assign C = {Cr, Ci};
initial begin
    $dumpfile("cMult.vcd");
    $dumpvars(0, cMult);
end
endmodule
module SPU #(
    parameter
    WORD_WIDTH = 16,
    FFT_SIZE = 512
)(
    input wire clk, 
    input wire signed [WORD_WIDTH-1: 0] sample_diff,
    input wire [2*WORD_WIDTH-1: 0] twiddle, 
    input wire [2*WORD_WIDTH-1: 0] Xk_prev,
    input wire wr_en,
    output wire o_wr_en,
    input wire [$clog2(FFT_SIZE)-1:0] i_idx,
    output wire [2*WORD_WIDTH-1: 0] Xk,
    output wire [$clog2(FFT_SIZE)-1:0] o_idx
);
localparam MULTIPLIER_DELAY = 3; 
wire [2*WORD_WIDTH-1: 0] product;
wire signed [WORD_WIDTH-1:0] Xk_prev_real, Xk_prev_imag;
assign Xk_prev_real = Xk_prev[WORD_WIDTH*2-1: WORD_WIDTH];
assign Xk_prev_imag = Xk_prev[WORD_WIDTH-1: 0];
wire signed [WORD_WIDTH-1: 0] Xk_prev_real_plus;
assign Xk_prev_real_plus =  (Xk_prev_real + sample_diff);
wire [WORD_WIDTH*2-1:0] Xk_prev_plus;
assign Xk_prev_plus = {Xk_prev_real_plus, Xk_prev_imag};
cMult #(.word_size(WORD_WIDTH)) this_complex_multiplier
    (   .clk(clk),
        .reset(1'b0),
        .i_valid(1'b1),
        .A(twiddle),  
        .B(Xk_prev_plus),  
        .C(Xk)  
    );
wire [$clog2(FFT_SIZE)+1-1: 0] buff_out, buff_in; 
assign buff_in = {wr_en, i_idx};
assign {o_wr_en, o_idx} = buff_out;
buffer #(.word_size($clog2(FFT_SIZE)+2),.buffer_length (MULTIPLIER_DELAY ))buffer_dut 
(
    .clk (clk ),
    .en(1'b1),
    .in_valid (1'b1),
    .reset (1'b0),
    .d_in (buff_in),
    .d_out (buff_out)
);
endmodule

===== flow/config.mk =====
export PLATFORM = sky130hd
export DESIGN_NAME = SPU
export DESIGN_NICKNAME = SPU
export VERILOG_FILES = /design/flow/design.v
export SDC_FILE = /design/flow/constraint.sdc
export NUM_CORES = 4
export LEC_CHECK = 1
export CORE_UTILIZATION = 40

===== flow/run.sh =====
#!/bin/bash
# OpenROAD 26Q1-2900-gdf79404cd8, Yosys 0.63+post, stock flow scripts
make -C /OpenROAD-flow-scripts/flow DESIGN_CONFIG=/design/flow/config.mk WORK_HOME=/design/flow/orfs finish

===== flow/constraint.sdc =====
current_design SPU

set clk_period 19.5
set clk_io_pct 0.2

create_clock -name clk0 -period $clk_period [get_ports {clk}]

set non_clock_inputs [all_inputs -no_clocks]
set_input_delay [expr $clk_period * $clk_io_pct] -clock clk0 $non_clock_inputs
set_output_delay [expr $clk_period * $clk_io_pct] -clock clk0 [all_outputs]

==> impl_metrics.tcl <==
# collected from the flow reports
set metrics [dict create \
    status "finished clean" \
    ys_cells 4951 \
    antenna_violating_nets_post_route 0 \
    grt_start_max_net_pins 34 \
    aoi_share_pct 5.41 \
    cp_top_family "adder cells" \
    die_y_um 341 \
    firstDrtPassIters 5 \
    logic_family "adder cells" \
    clk_latency_ps 600 \
    synthCells 4951 \
    regArea_um2 4400 \
    hold_path_class "reg -> reg" \
    placedCellCount 6461 \
    cts_tree "yes" \
    netlist_area_um2 45900 \
    logic_area_um2 36400 \
    dp_hpwl_um 84500 \
    instances_no_fill 6513 \
    final_util_pct 44.2 \
    vias 31500 \
    yosys.cell_types.count 67 \
    gp_congestion 0.953 \
    finalSetupViolCount 0 \
    worstMarginPinSlew_ps 843 \
    finalHoldViolCount 0 \
    syn_area_per_cell_um2 9.27 \
    ys_sh_xor_pct 4.20 \
    cts_buffers 28 \
    crit_fanout 33 \
    rsz0062_at_grt "false" \
    numPortBuffers 132 \
    warnings 25 \
    drv_cap 0 \
    worstPathArrival_ps 12190 \
    wirelength_um 107000 \
    clkTransAtPathRegs_ps 60 \
    yosys_warnings 7 \
    fin_hold_ws_ps 324 \
    crit_type "in -> reg" \
    cts_setup_buffers 0 \
    relSlewSlack_pct 43.2 \
    max_stage_delay_ps 530 \
    critPathRequiredTime_ps 19960 \
    cpMostUsedCell "fa_1" \
    ios 133 \
    core_um2 113000 \
    grt_pass1_vias 34200 \
    cp-start-kind "input port" \
    ys_seq_share_pct 9.59 \
    num_antenna_cells 0 \
    edf_count 0 \
    grt_overflow 0 \
    gr-usage-all-layers_pct 21.0 \
    end_kind "register" \
    detail_route.wl_per_cell_um 16.4 \
    via_per_inst 4.84 \
    drc 0 \
    finalCritPeriodShare_pct 60.1 \
    post_cts_resize_count 0 \
    ctsHoldBuffers 0 \
    finClkSkew_ps 9.16 \
    synthToLayoutAreaGrowth_pct 8.82 \
    tns_ps 0 \
    worst-path-buf-inv 5 \
    ys_sh_simple_pct 13.9 \
    slowest_stage "o41ai_1" \
    die_w_um 341 \
    cts_sinks 220 \
    fmax_ghz 0.0853 \
    synth-main-ff-cell "dfxtp_1" \
    maxSlewViolCount 0 \
    yosys_area_um2 45900 \
    fillCellCount 10700 \
    drt_iter0_drc 945 \
    ys_async_sr_fraction_pct 0 \
    fp-row-count 123 \
    cts_root_buf "clkbuf_16" \
    synthAdderAreaFrac_pct 55.5 \
    grt_antenna_before_repair 1 \
    ys_sh_mux_pct 0.0654 \
    fp_util_pct 40.6 \
    drive_gt1_share_pct 3.23 \
    clock_path_buffers 3 \
    ys_ff 220 \
    dieArea_um2 116000 \
    grt_pass1_wl_um 181000 \
    min_period_ps 11730 \
    htreeDepth 1 \
]
==> layout by cell type, fill, tap and decap left out, types with 8 or more instances in the layout <==
cell type | Yosys | layout
inv_1 | 1200 | 1200
fa_1 | 1025 | 1025
nand2_1 | 635 | 635
ha_1 | 395 | 395
and2_1 | 392 | 392
dfxtp_1 | 220 | 220
xnor2_1 | 168 | 156
clkdlybuf4s50_1 | 0 | 132
a21oi_1 | 129 | 129
nor2_1 | 84 | 84
buf_4 | 0 | 73
o21ai_0 | 56 | 56
a21o_1 | 53 | 53
xor2_1 | 52 | 51
nand2b_1 | 49 | 49
nand3_1 | 37 | 37
nor3_1 | 28 | 28
clkbuf_16 | 0 | 28
o21a_1 | 27 | 27
o21bai_1 | 25 | 25
and3_1 | 18 | 18
or2_2 | 13 | 13
nand4_1 | 13 | 13
xnor2_2 | 0 | 12
nor2b_1 | 12 | 12
a211oi_1 | 10 | 10
a31oi_1 | 10 | 10
a211o_1 | 9 | 9
o211ai_1 | 8 | 8
==> flip-flops by register name (all words and copies together), names as in the netlist <==
register                               flops
this_complex_multiplier.II                31
this_complex_multiplier.IR                31
this_complex_multiplier.RI                31
this_complex_multiplier.RR                31
buffer_dut.ibuffer                        30
this_complex_multiplier.I_sum             17
this_complex_multiplier.R_sum             17
this_complex_multiplier.I_sum_rounded     16
this_complex_multiplier.R_sum_rounded     16
==> routing by layer <==
| metal | vias up | share of wire (%) | track usage (%) |
|---|---|---|---|
| met5 | - | 0.0084 | 0.0817 |
| met4 | 2 | 2.4 | 3.96 |
| met3 | 125 | 9.7 | 8.59 |
| met2 | 945 | 48 | 32.8 |
| met1 | 15800 | 40 | 28.7 |
| li1 | 14700 | - | - |
==> final timing paths <==
kind,startpoint,end,slack (ps),cells after the start
worst max-delay path,sample_diff[0],this_complex_multiplier.RR[30]$_DFF_P_,7770,30
worst min-delay path,buffer_dut.ibuffer[2][7]$_DFF_P_,buffer_dut.ibuffer[1][7]$_DFF_P_,320,0
worst max register to register,this_complex_multiplier.II[4]$_DFF_P_,this_complex_multiplier.R_sum[30]$_DFF_P_,16120,12
worst min register to register,buffer_dut.ibuffer[2][7]$_DFF_P_,buffer_dut.ibuffer[1][7]$_DFF_P_,320,0
==> per-stage QoR <==
| step | worst slack [ps] | instance area, um^2 |
|---|---|---|
| floorplan | 8250 | 45900 |
| global placement | 7150 | 49000 |
| detailed placement | 7160 | 49000 |
| CTS | 7800 | 50000 |
| global route | 7160 | 50000 |
| finish | 7770 | 50000 |
==> cells in the mapped netlist, types with 18 or more instances <==
master	count	area share (%)
a21o_1	53	0.87
a21oi_1	129	1.4
and2_1	392	5.3
and3_1	18	0.25
clkbuf_1	192	1.6
dfxtp_1	220	9.6
fa_1	1025	45
ha_1	395	11
inv_1	1200	9.8
nand2_1	635	5.2
nand2b_1	49	0.67
nand3_1	37	0.40
nor2_1	84	0.69
nor3_1	28	0.31
o21a_1	27	0.44
o21ai_0	56	0.61
o21bai_1	25	0.41
xnor2_1	168	3.2
xor2_1	52	0.99
==> kinds of logic (layout without fill, tap and decap cells) <==
kind of cell / count (synthesis) / after routing
flip-flops: 220 / 220
adder cells (fa/ha/maj): 1420 / 1420
XOR/XNOR: 220 / 220
AND/OR/NAND/NOR: 1312 / 1312
buffers and inverters: 1395 / 1457
multiplexers: 3 / 3
AND-OR/OR-AND: 381 / 381
==> layout make-up <==
cell class | count | area share [%]
sequential | 220 | 8.81
multi-input combinational | 3336 | 72.8
clock buffer | 37 | 1.59
tap | 1500 | 3.76
timing repair buffer | 205 | 3.74
inverter | 1200 | 9.01
clock inverter | 15 | 0.275
==> worst reg2reg max path, cell delays in order (launching register included) <==
cell	delay, ps
dfxtp_1	310
inv_1	40
ha_1	300
a21o_1	160
a21oi_1	190
nor4b_1	390
o21ai_0	350
a21oi_1	300
o31ai_1	210
a31oi_1	290
a21oi_1	180
or4_1	430
nand3_1	150
