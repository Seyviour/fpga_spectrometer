==> design.v <==
module STFT_SM #(
    parameter
     WORD_WIDTH = 16,
     FFT_SIZE = 256
) (
    input wire clk, reset, 
    input wire start_compute,
    input wire signed [WORD_WIDTH-1: 0] SAMPLE,
    input wire signed [WORD_WIDTH-1: 0] OLDEST_SAMPLE,
    output reg signed [WORD_WIDTH-1: 0] sample_diff,
    output reg sample_wr_en,
    output reg [$clog2(FFT_SIZE)-1: 0] oldest_sample_address, 
    output reg [$clog2(FFT_SIZE)-1: 0] idx,   
    output reg wr_en
);
reg [WORD_WIDTH-1: 0] SAMPLE_RAM [FFT_SIZE-1: 0];
reg [1:0] COMPUTE_STATE;
    localparam IDLE = 2'b00;
    localparam BUSY = 2'b10; 
always @(posedge clk) begin
    if (reset) begin
        idx <= 0; 
        wr_en <= 0;
        COMPUTE_STATE <= IDLE;
        oldest_sample_address <= FFT_SIZE-1; 
    end else begin
        case (COMPUTE_STATE)
            IDLE: begin
                idx <= 0;
                wr_en <= 0;
                if (start_compute) begin
                    COMPUTE_STATE <= BUSY;
                    wr_en <= 1'b1;
                    sample_diff <= -SAMPLE+OLDEST_SAMPLE;
                    sample_wr_en <= 1'b1;
                end
            end
            BUSY: begin
                sample_wr_en <= 1'b0;
                idx <= idx + 1'b1;
                if (&idx) begin
                    COMPUTE_STATE <= IDLE;
                    wr_en <= 0;
                    oldest_sample_address <= (oldest_sample_address + 1'b1);
                end
            end
            default: COMPUTE_STATE <= IDLE; 
        endcase
    end
end    
endmodule
==> run.sh <==
#!/bin/bash
# OpenROAD 26Q1-2900-gdf79404cd8, Yosys 0.63+post, stock flow scripts
make -C /OpenROAD-flow-scripts/flow DESIGN_CONFIG=/design/flow/config.mk WORK_HOME=/design/flow/orfs finish
==> config.mk <==
export PLATFORM = sky130hd
export DESIGN_NAME = STFT_SM
export DESIGN_NICKNAME = STFT_SM
export VERILOG_FILES = /design/flow/design.v
export SDC_FILE = /design/flow/constraint.sdc
export NUM_CORES = 4
export LEC_CHECK = 1
export CORE_UTILIZATION = 30
==> constraint.sdc <==
current_design STFT_SM

set clk_period 13.0
set clk_io_pct 0.2

create_clock -name clk0 -period $clk_period [get_ports {clk}]

set non_clock_inputs [all_inputs -no_clocks]
set_input_delay [expr $clk_period * $clk_io_pct] -clock clk0 $non_clock_inputs
set_output_delay [expr $clk_period * $clk_io_pct] -clock clk0 [all_outputs]
==> results.toml <==
# flow metrics
[timing]
hold_viol = 0
min_period_ps = 4550
finalSetupViolCount = 0
period_used_share = 0.350
holdWs_ps = 495
slew-limit-headroom = 0.555
fin_ws_ps = 8450
worst_pin_slew_ps = 665
final_max_slew_viol_count = 0
max_freq_ghz = 0.220
fin_tns_setup_ps = 0
rsz0062_at_grt = "no"
finClkSkew_ps = 1.31

[floorplan]
fp-row-count = 31
dieArea_um2 = 7770
die_w_um = 88.1
io_pins = 69
core_area_um2 = 7210
dieHeight_um = 88.1
fp-utilization = 0.309

[global_route]
grt_pass1_vias = 1732
antenna_found_initial = 0
grt_usage = 0.126
overflow = 0
grt_max_degree = 22
grt_pass1_wl_um = 7670

[power_and_ir_drop]
vdd_drop_max_mv = 0.0343
leakage_nw = 1.21
totalPowerFinal_mw = 0.272
powerDensity_nw_per_um2 = 87.6

[clocking]
cts_tree = "yes"
numCtsBuffers = 5
clk_pin_slew_worst_paths_ps = 70
worstSkewPairLatency_ps = 280
clock-sinks = 36
clk_path_buf_depth = 2
cts_setup_buffers = 0
cts-root-buf = "clkbuf_8"
cts_hold_buf = 0
h-tree-depth = 2
cts_resized = 0

[setup_path]
arrival_ps = 4590
cp_data_required_time_ps = 13030
end_kind = "flip-flop"
slowest_stage = "clkdlybuf4s50_1"
path_class = "primary input to flip-flop"
max_stage_delay_ps = 450
cp_max_fo = 6
cp-start-kind = "primary input"
worstPathCellList = "clkdlybuf4s50_1 > inv_1 > ha_1 > fa_1 > nor2b_1 > o2111ai_2 > a21oi_2 > a21oi_1 > xnor2_1"

[synth]
top_area_frac = 0.229
ys_ff = 36
synth_seq_share = 0.400
yosysWarnings = 1
postSynthAreaPerCell_um2 = 9.35
yosys_area_um2 = 2230
ys_cells = 238
yosysUniqueCellTypes = 49
area_leaders = "edfxtp_1 (23%), dfxtp_1 (17%), ha_1 (9.6%), xnor2_1 (4.3%), a21oi_1 (4.0%)"
syn_area_um2 = 2230
largest_area_cell = "edfxtp_1"
syn_inst = 238

[finish]
drive_above_1_share = 0.0484
layout_top_cells = "clkdlybuf4s50_1 (68), inv_1 (24), dfxtp_1 (19)"
syn_to_final_growth_pct = 39.6
final_layout_top_logic_cell = "clkdlybuf4s50_1"

[routing]
vias_per_cell = 4.69
initialDrtViolationCount = 54
routedWlPerCell_um = 10.7
route.detailed.drc = 0
wirelength_um = 4390
wl_met2_um = 2080
first_pass_iters = 4
m1WireLength_um = 1990
route.met3.wl_um = 270
top_layer = "met4"
vias = 1917
antenna_cells = 0
ant_nets = 0

[worst_hold_path]
hp-class = "flip-flop to flip-flop"

[placed_design]
post-place-ws_ps = 8140
hpwl_um = 3390
port-buffer-count = 68
place_congestion = 0.806

[run]
warnings = 25
cap_violations = 0

[status]
status = "complete, no violations"
cell type report:
cell class / count / area (um2)
Fill cell: 740 / 4110
Multi-Input combinational cell: 172 / 1220
Sequential cell: 36 / 891
Tap cell: 99 / 124
Inverter: 25 / 93.8
Clock buffer: 8 / 90.1
Timing Repair Buffer: 69 / 688
worst paths after layout:
path	startpoint	end	slack, ps	cells after the start
worst min-delay path	oldest_sample_address[7]	oldest_sample_address[7]	490	2
worst min register to register	oldest_sample_address[7]	oldest_sample_address[7]	490	2
worst max-delay path	OLDEST_SAMPLE[0]	sample_diff[14]	8450	9
worst max register to register	COMPUTE_STATE[1]	oldest_sample_address[7]	11290	5
registers in the layout, indices dropped and copies added, names as in the netlist:
signal	cells
sample_diff	16
idx	8
oldest_sample_address	8
COMPUTE_STATE	2
sample_wr_en	1
wr_en	1
stage by stage:
| step | utilization | instance area, um2 | instances |
|---|---|---|---|
| 2_1_floorplan | - | 2230 | 238 |
| 3_3_place_gp | 0.418 | 3020 | 401 |
| 3_5_place_dp | 0.418 | 3020 | 401 |
| 4_1_cts | 0.431 | 3110 | 409 |
| 5_1_grt | 0.431 | 3110 | 409 |
| 6_report | 0.431 | 3110 | 409 |
cell families after synthesis:
family,count (synthesis),share of synthesized area
AND-OR/OR-AND,55,0.172
XOR/XNOR,18,0.0708
adder cells (fa/ha/maj),18,0.105
buffers and inverters,30,0.0511
flip-flops,36,0.400
multiplexers,4,0.0197
AND/OR/NAND/NOR,77,0.182
synth_stat cells, drive strengths merged:
cell type / instances
nand3: 6
a221oi: 1
nand2b: 12
fa: 1
o211ai: 2
o31ai: 1
dfxtp: 19
or4: 3
clkbuf: 4
o2111ai: 3
a31o: 2
o21a: 2
a211oi: 3
ha: 17
mux2i: 1
o311a: 1
o31a: 1
a211o: 1
nor3b: 1
a311oi: 2
xor2: 7
nand2: 15
xnor2: 11
nor3: 3
nand4: 6
o21ai: 8
and3: 7
and2: 2
a21o: 6
inv: 25
edfxtp: 17
a311o: 1
nor2b: 1
mux2: 3
and4: 1
a31oi: 1
nand3b: 1
nor2: 16
buf: 1
nor4: 2
a21oi: 20
or3: 1
metal layers:
layer  up-vias  track usage
li1        997            -
met1       865        0.176
met2        50        0.213
met3         5       0.0286
met4         0       0.0117
met5         -            0
critical path: cells and delay by family:
kind	cells	cell delay, ps
AND-OR/OR-AND	3	550
XOR/XNOR	1	130
adder cells (fa/ha/maj)	2	600
buffers and inverters	2	490
AND/OR/NAND/NOR	1	210
report_power, final:
part | internal (mW) | switching (mW) | leakage [nW]
Sequential | 0.126 | 0.00279 | 0.311
Clock | 0.0432 | 0.0369 | 0.0455
Combinational | 0.0348 | 0.0287 | 0.858
Power is estimated from default activity; no workload was simulated.
